==> flow/design.v <==
`timescale 1ns / 1ps
module FIFO_asyn(
    input write_clk,
    input read_clk,
    input reset,
    input write_enable,
    input read_enable,
    input [7:0] write_data,
    output reg [7:0] read_data,
    output full,
    output empty
    );
    reg [7:0] memory[15:0];
    reg [4:0] wrpt=0,rpt=0;
    reg [4:0]wrpt_grey=0,rpt_grey=0;
    reg [4:0]wrpt_sync1=0,wrpt_sync2=0;
    reg [4:0]rpt_sync1=0,rpt_sync2=0;
    assign full = (wrpt_grey == {~rpt_sync2[3], rpt_sync2[2:0]});
    assign empty=(wrpt_sync2==rpt_grey);
    always@(posedge write_clk or posedge reset)begin
        if(reset)begin
            wrpt<=0;
            wrpt_grey<=0;
        end
        else if(write_enable && !full)begin
            memory[wrpt]<=write_data;
            wrpt<=(wrpt+1)%16;
            wrpt_grey<=wrpt^(wrpt>>1);
        end
    end
    always@(posedge read_clk or posedge reset)
    begin
        if(reset)
            begin
                read_data<=0;
                rpt<=0;
            end
        else if(read_enable && !empty)
            begin
                read_data<=memory[rpt];
                rpt<=(rpt+1)%16;
                rpt_grey<=rpt^(rpt>>1);
            end
    end
    always@(posedge read_clk or posedge reset)begin
        if(reset)begin
            wrpt_sync1<=0;
            wrpt_sync2<=0;
        end
        else begin
           wrpt_sync1<=wrpt_grey;
           wrpt_sync2<=wrpt_sync1;
        end
    end
    always@(posedge write_clk or posedge reset)begin
        if(reset)begin
            rpt_sync1<=0;
            rpt_sync2<=0;
        end
        else begin
            rpt_sync1<=rpt_grey;
            rpt_sync2<=rpt_sync1;
        end
    end   
endmodule
==> flow/run.sh <==
#!/bin/bash
# OpenROAD 26Q1-2900-gdf79404cd8, Yosys 0.63+post, stock flow scripts
make -C /OpenROAD-flow-scripts/flow DESIGN_CONFIG=/design/flow/config.mk WORK_HOME=/design/flow/orfs finish
==> flow/config.mk <==
export PLATFORM = sky130hd
export DESIGN_NAME = FIFO_asyn
export DESIGN_NICKNAME = FIFO_asyn
export VERILOG_FILES = /design/flow/design.v
export SDC_FILE = /design/flow/constraint.sdc
export NUM_CORES = 4
export LEC_CHECK = 1
export CORE_UTILIZATION = 40
==> flow/constraint.sdc <==
current_design FIFO_asyn

set clk_period 2.5
set clk_io_pct 0.2

create_clock -name clk0 -period $clk_period [get_ports {read_clk}]
create_clock -name clk1 -period $clk_period [get_ports {write_clk}]

set non_clock_inputs [all_inputs -no_clocks]
set_input_delay [expr $clk_period * $clk_io_pct] -clock clk0 $non_clock_inputs
set_output_delay [expr $clk_period * $clk_io_pct] -clock clk0 [all_outputs]
==> qor.tcl <==
set qor(timing.critical_path.depth) 4
set qor(cpLargestDelayFamily) {buffers and inverters}
set qor(vias_per_cell) 5.46
set qor(dp_cells) 631
set qor(ys_top_cells_by_area) {sky130_fd_sc_hd__edfxtp_1 61%, sky130_fd_sc_hd__dfrtp_1 13%, sky130_fd_sc_hd__a22o_1 3.8%}
set qor(number_of_cells_traversed_by_the_worst_register_to_register_path) 5
set qor(worstSetupEndpoint) {full}
set qor(p_int_uw) 6620
set qor(post_layout_nonfiller_instances) 667
set qor(dieArea_sq_um) 16800
set qor(finalClockSkew_ns) 0.0113
set qor(route.detailed.wl_per_inst_um) 22.1
set qor(cts_setup_buffers) 0
set qor(synthArstFlopShare_pct) 21.0
set qor(netlist-cell-type-count) 40
set qor(floorplan.core_area_sq_um) 15900
set qor(vias_in_the_first_global_route) 3791
set qor(io_pins) 23
set qor(kind_of_launch_point_of_the_worst_setup_path) {flop}
set qor(relSlewSlack_pct) 55.9
set qor(detail_route.first_pass.iterations) 5
set qor(grt_overflow) 0
set qor(syn_inst) 390
set qor(timing.max_cap.violations) 0
set qor(hp-class) {reg2reg}
set qor(final_core_util_pct) 48.9
set qor(place.port_buffers) 21
set qor(worst-endpoint-required_ns) 2.00
set qor(ys_chip_area_sq_um) 6500
set qor(critPathCaptureType) {primary output}
set qor(synth-seq-cells) 167
set qor(number_of_openroad_warnings) 38
set qor(route.vias.total) 3641
set qor(seq_area_sq_um) 4840
set qor(ys_dominant_reg_cell) {sky130_fd_sc_hd__edfxtp_1}
set qor(drive_gt1_share_pct) 15.5
set qor(ff2ff_setup_slack_ns) 0.20
set qor(worstSetupPathType) {reg2out}
set qor(postPlaceCellArea_sq_um) 7050
set qor(die_w_um) 129
set qor(ys_cells) 390
set qor(synth_area_per_cell_sq_um) 16.7
set qor(pwr-share-seq_pct) 38.1
set qor(count_of_antenna_diodes_in_the_layout) 0
set qor(gpl.final_weighted_congestion) 0.902
set qor(dieHeight_um) 129
set qor(worstPathMaxFanout) 7
set qor(final_design_area_no_fill_sq_um) 7770
set qor(power.static_leakage_uw) 0.00282
set qor(worst-slew-pin-transition_ns) 0.662
set qor(pwr-share-clk_pct) 32.1
set qor(area_growth_pct) 19.6
set qor(enable_flop_cells) 132
set qor(detailedRoute.firstIterationViolations) 318
set qor(final.fill_count) 1332
set qor(number_of_antenna_violations_at_the_first_check_in_global_routing) 0
set qor(p_sw_share_pct) 31.2
set qor(dpl.hpwl_mm) 9.59
set qor(cp_num_buf_inv) 2
set qor(worst_setup_hold_path_clk_slew_ns) 0.06
set qor(grt_setup_unrepaired) {false}
set qor(critical_register_to_register_path_startpoint) {rpt[0]$_DFFE_PP0P_}
set qor(status) {completed}
set qor(hold_viol) 0
set qor(largest_voltage_drop_on_the_vdd_net_mv) 0.520
set qor(worstReg2RegEnd) {read_data[0]$_DFFE_PP0P_}
set qor(timing.final.setup_violations) 0
set qor(finalMaxSlewViolations) 0
set qor(yosysSeqAreaShare_pct) 74.5
set qor(detail_route.drc_violations) 0
set qor(combinational_share_of_power_pct) 29.9
set qor(floorplan.core_util_pct) 40.9
set qor(global_route_wire_length_before_repair_mm) 22.5
set qor(post-synth-top-area-cell) {sky130_fd_sc_hd__edfxtp_1}
set qor(startpoint) {wrpt[1]$_DFFE_PP0P_}
set qor(tritoncts) {yes}
set qor(grt_start_max_net_pins) 36
set qor(cellPowerDensity_nw_per_um2) 1240
set qor(multiInputGateArea_sq_um) 1470
set qor(cpPeakStageDelay_ns) 0.47
set qor(fraction_of_post_synthesis_cell_area_in_the_top_cell_type_by_area_pct) 61.0
set qor(switching_power_uw) 3000
set qor(std_cell_rows) 46
set qor(antenna_violating_nets_post_route) 0
set qor(synth.cell_area_sq_um) 6500
set qor(critical_path.slowest_cell) {sky130_fd_sc_hd__dfrtp_1}
set qor(cp_data_arrival_time_ns) 1.81
set qor(final.setup.tns_ns) 0
set qor(total_power_consumption_uw) 9620
set qor(path_cells) {xnor2_1 > nand4_1 > inv_1 > clkdlybuf4s50_1}
set qor(wirelength_mm) 14.8
set qor(yosys_warnings) 2
set qor(global_route.usage.total_pct) 20.4
set qor(cts.sink_count) 167
==> per-layer routing <==
| layer | routed length (um) | part of all wire, % | vias to the layer above | global-route usage, % |
|---|---|---|---|---|
| met3 | 1500 | 10 | 25 | 10.9 |
| met5 | 0 | 0 | - | 0 |
| met2 | 7120 | 48 | 169 | 31.0 |
| met4 | 282 | 1.9 | 0 | 2.94 |
| met1 | 5860 | 40 | 1809 | 28.5 |
| li1 | - | - | 1638 | - |
==> worst reg2reg max path: stages (launching register included) <==
cell and delay, ns:
sky130_fd_sc_hd__dfrtp_1 0.43, sky130_fd_sc_hd__ha_1 0.57, sky130_fd_sc_hd__nor3_1 0.16, sky130_fd_sc_hd__o21ai_2 0.55
sky130_fd_sc_hd__o2111ai_1 0.26, sky130_fd_sc_hd__a22o_1 0.22
==> state kept, by name, indices dropped and copies added, names as in the netlist <==
| register | cells |
|---|---|
| memory | 128 |
| rpt_sync2 | 4 |
| wrpt | 4 |
| read_data | 8 |
| wrpt_grey | 3 |
| wrpt_sync2 | 4 |
| wrpt_sync1 | 4 |
| rpt_sync1 | 4 |
| rpt | 4 |
| rpt_grey | 4 |
==> cells by family after synthesis <==
| group | synth area share (%) |
|---|---|
| flops | 74.5 |
| compound gates | 11.7 |
| simple gates | 4.54 |
| buf+inv | 2.85 |
| fa+ha+maj | 3.47 |
| xor+xnor | 1.89 |
| mux | 1.04 |
==> layout make-up <==
class,count,area share (%)
Timing Repair Buffer,43,5.15
Inverter,17,0.821
Clock inverter,13,2.74
Sequential cell,167,62.3
Tap cell,216,3.48
Clock buffer,23,6.58
Multi-Input combinational cell,188,19.0
==> power groups by stage <==
stage	sequential [uW]	clock, uW	combinational [uW]
final	3660	3090	2870
after global routing	3710	3260	3150
after CTS	3670	3140	2890
==> cell usage after synthesis (all sizes together) (2+ instances only) <==
master	instances
nand4	2
a21oi	5
a222oi	11
a22o	28
xnor2	13
a221oi	6
o2111ai	4
a31oi	3
o21ai	5
o22ai	6
a22oi	18
a311oi	2
dfrtp	35
edfxtp	132
clkbuf	4
mux2	6
buf	14
nand2	8
and3	17
nand3	7
inv	16
nor2	22
ha	18
==> worst min path at each step <==
stage	end	cells past startpoint	slack (ns)	startpoint
after CTS	rpt_sync1[0]$_DFF_PP0_	0	0.24	rpt_grey[0]$_DFFE_PP_
after global routing	rpt_sync1[1]$_DFF_PP0_	0	0.26	rpt_grey[1]$_DFFE_PP_
final	rpt_sync1[1]$_DFF_PP0_	0	0.25	rpt_grey[1]$_DFFE_PP_
==> stage by stage <==
stage                     hold WS [ns]  worst slack, ns
after floorplan                  0.331            0.725
after global placement           0.335            0.176
after detailed placement         0.335            0.192
after CTS                        0.238            0.148
after global routing             0.257          0.00654
final                            0.246            0.194
==> placed cells by master (no fill, tap or decap), drive strengths merged, types with 4 or more instances in the layout <==
cell type / netlist / layout
edfxtp: 132 / 132
dfrtp: 35 / 35
a22o: 28 / 28
clkbuf: 4 / 23
nor2: 22 / 22
buf: 14 / 22
clkdlybuf4s50: 0 / 21
inv: 16 / 19
ha: 18 / 18
a22oi: 18 / 18
and3: 17 / 17
xnor2: 13 / 13
a222oi: 11 / 11
nand2: 8 / 8
nand3: 7 / 7
mux2: 6 / 6
o22ai: 6 / 6
a221oi: 6 / 6
a21oi: 5 / 5
bufinv: 0 / 5
o21ai: 5 / 5
o2111ai: 4 / 4
==> what timing repair did <==
| action | CTS | global route |
|---|---|---|
| resized | 0 | 0 |
| endpoints found under the setup margin | 0 | 1 |
| endpoints found under the hold margin | 0 | 0 |
| hold buffers | 0 | 0 |
Power and IR drop assume default switching activity.
